File: flow/design.v
module Gen_Divd(clk_in,rst,clk_out);
	input clk_in,rst;
	output clk_out;
	parameter divdWIDTH=1,divdFACTOR=1;
	reg[divdWIDTH:0] cnt;
	reg clk_out;
	always @(posedge clk_in or negedge rst)
		begin
		if(!rst)
			cnt=0;
		else begin
			cnt=cnt+1'b1;
				if(cnt>=divdFACTOR)begin
					cnt=0;
					clk_out=~clk_out;
				end 
			end
		end
endmodule
module IRDA(CLK10kHz,Din,Dout,RST);
	input CLK10kHz,Din,RST;
	output reg[31:0] Dout;
	reg[31:0] Data;
	reg DataTmp0; 
	reg DataTmp1; 
	reg ShortFinish0; 
	reg ShortFinish1; 
	reg FinishShort; 
	reg FinishFlag;
	reg DinTmp,a;
	reg [5:0] BitCnt;
	reg StartFlag;
	reg [7:0] Cnt;
always @ (posedge CLK10kHz or negedge RST)
	begin
		if (!RST) 
			DinTmp<=1'b1;
		else 
			DinTmp<=Din;
	end
	always @ (posedge CLK10kHz or negedge RST)
	begin
		if (!RST) 
			begin
				Cnt<=1'b0;
				BitCnt<=1'b0;
				FinishFlag<=1'b0;
				StartFlag<=1'b0;
			end
		else
			begin
				DataTmp0<=DinTmp;
				DataTmp1<=DataTmp0;
				if (DataTmp0==1'b0 && DataTmp1==1'b1)  
					begin
					if(Cnt==1'b0)  
						StartFlag<=1'b1; 
					else if (Cnt>9 && Cnt<13)   
						begin
							Data[BitCnt]<=1'b0;
							BitCnt<=BitCnt+1'b1;
						end
					else if (Cnt>20 && Cnt<24)   
						begin
						Data[BitCnt]<=1'b1;
						BitCnt<=BitCnt+1'b1;
						end
					else if (Cnt>90 && Cnt<150)   
						begin
						BitCnt<=1'b0;
						FinishFlag<=1'b0; 
						end
					else
						StartFlag<=1'b0; 
					if(BitCnt==6'd32)  
						begin
							FinishFlag<=1'b1;
							BitCnt<=1'b0;
						end
					Cnt<=1'b0; 
					end
				else
					if (StartFlag==1'b1) 
						Cnt<=Cnt+1'b1;
			end
end
always @ (negedge CLK10kHz or negedge RST)
	begin
		if (!RST) 
			FinishShort<=1'b0;
		else  
			begin
				ShortFinish0<=FinishFlag;
				ShortFinish1<=ShortFinish0;
				if (ShortFinish0==1'b1 && ShortFinish1==1'b0)  
				begin	Dout<=Data;a<=1'b1;end
				else
				begin if(a)begin Dout<=Data;a<=1'b0;end else begin Dout<=0;a<=1'b0; end end
			end 
	end
endmodule
module MotorCrl(DataIn,SW,RateSet,CLK);
	input[31:0] DataIn;
	input CLK;
	output reg SW;
	output reg[6:0]RateSet;
	reg[7:0] NEC;
	always @(posedge CLK )
	begin
		case (DataIn[23:16])										   
			8'h45:begin SW<=1'b1;end                        
			8'h09:begin                                     
						if(RateSet==7'd80)RateSet<=7'd00;
						else RateSet<=RateSet+7'd10;
						end
			8'h15:begin                                     
						if(RateSet==7'd0)RateSet<=7'd90;
						else RateSet<=RateSet-7'd10;
						end
			8'h44:begin SW<=1'b0;end                        
		endcase
	end
endmodule
module PWM(Rst,Clk,RateSet,PWMOut);
input Rst,Clk;
output reg PWMOut;
input[6:0] RateSet;	
reg [6:0]Cnt;
reg[6:0] rate;
always @ (negedge Rst or posedge Clk)
	if(!Rst)
		begin
			Cnt<=0;
			PWMOut<=0;
			rate<=10;
		end
	else
		begin
		rate<=RateSet;                 
		Cnt<=Cnt+1'b1;
		if (Cnt<rate)
			PWMOut<=1'b1;
		else if (Cnt>=rate && Cnt<99)
			PWMOut<=1'b0;
		else if (Cnt>=99) 
			Cnt<=0;
		end	
endmodule
module nixie_tube(rate_set,dataout);
	input[6:0] rate_set;
	output[7:0] dataout;
	reg[7:0] dataout;
	always@(rate_set)
		begin
			case(rate_set)   
			  7'd0: 
					dataout=8'b0000_0011;
			  7'd10: 
					dataout=8'b1001_1111;
			  7'd20: 
					dataout=8'b0010_0101;
			  7'd30: 
					dataout=8'b0000_1101;
			  7'd40: 
					dataout=8'b1001_1001;
			  7'd50: 
					dataout=8'b0100_1001;
			  7'd60: 
					dataout=8'b0100_0001;
			  7'd70: 
					dataout=8'b0001_1111;
			  7'd80: 
					dataout=8'b0000_0001;
			  7'd90: 
					dataout=8'b0000_1001;
			 default: 
					dataout=8'b1111_1111; 
			endcase
		end
endmodule
module remote_motor(CLK,RST,Din,DriveOut,dataout,row,col,en);
	input CLK,RST,Din;
	output[1:0] DriveOut;
	output[3:0] en;
	output[7:0] dataout,row,col;
	wire CLK10kHz,CLK100kHz;
	wire[31:0] DataNet;
	wire[6:0] RateSet;
	wire PWMOut,SW,FinishShort;
	Gen_Divd #(.divdFACTOR(2400),.divdWIDTH(12))                        
				Divd10kHz(.clk_in(CLK),.rst(RST),.clk_out(CLK10kHz));
	Gen_Divd #(.divdFACTOR(240),.divdWIDTH(7))
				Divd100kHz(.clk_in(CLK),.rst(RST),.clk_out(CLK100kHz));        
	IRDA U1(.CLK10kHz(CLK10kHz),.Din(Din),.Dout(DataNet),.RST(RST));
	MotorCrl U2(.DataIn(DataNet),.SW(SW),.RateSet(RateSet),.CLK(CLK10kHz));
	PWM U3(.Rst(RST),.Clk(CLK100kHz),.RateSet(RateSet),.PWMOut(PWMOut));
	nixie_tube U4(.rate_set(RateSet),.dataout(dateout));
	assign DriveOut[0]=SW?PWMOut:1'b0;
	assign DriveOut[1]=1'b0;
	assign en=4'b0111;
	assign row=8'b11111111;
	assign col=8'b11111111;
endmodule
File: flow/run.sh
#!/bin/bash
# OpenROAD 26Q1-2900-gdf79404cd8, Yosys 0.63+post, stock flow scripts
make -C /OpenROAD-flow-scripts/flow DESIGN_CONFIG=/design/flow/config.mk WORK_HOME=/design/flow/orfs finish
File: flow/config.mk
export PLATFORM = sky130hd
export DESIGN_NAME = remote_motor
export DESIGN_NICKNAME = remote_motor
export VERILOG_FILES = /design/flow/design.v
export SDC_FILE = /design/flow/constraint.sdc
export NUM_CORES = 4
export LEC_CHECK = 1
export CORE_UTILIZATION = 40
File: flow/constraint.sdc
current_design remote_motor

set clk_period 3.5
set clk_io_pct 0.2

create_clock -name clk0 -period $clk_period [get_ports {CLK}]

set non_clock_inputs [all_inputs -no_clocks]
set_input_delay [expr $clk_period * $clk_io_pct] -clock clk0 $non_clock_inputs
set_output_delay [expr $clk_period * $clk_io_pct] -clock clk0 [all_outputs]
==> ci_impl_report.md <==
### Yosys + OpenROAD results

| Metric | Value |
|---|---|
| Crit-path slowest cell | `sky130_fd_sc_hd__dfrtp_1` |
| Average cell area after synthesis | `10.01 sq um` |
| Buffers added on ports | `3` |
| Combinational cell area excluding buffers and inverters | `2110 sq um` |
| Core utilization at floorplan | `41.74%` |
| Most frequently used flop master after synthesis | `sky130_fd_sc_hd__dfrtp_1` |
| Critical Path Source Type | `flip-flop` |
| Width of the die | `109.1 microns` |
| Yosys Instances | `458` |
| Standard cell area after detailed placement | `4628 sq um` |
| Post-detailed-route DRC marker count | `0` |
| Synth area leaders | `sky130_fd_sc_hd__dfrtp_1 (27%), sky130_fd_sc_hd__edfxtp_1 (20%), sky130_fd_sc_hd__ha_1 (5.5%), sky130_fd_sc_hd__buf_4 (4.9%), sky130_fd_sc_hd__nor2_1 (4.1%)` |
| Required time of the critical path | `3.47 ns` |
| Mapped cell area | `4584 sq um` |
| Highest clock frequency the design can meet | `443.6 MHz` |
| Largest net degree at the start of global routing | `40` |
| Endpoints left unconstrained | `88` |
| Die footprint | `11890 sq um` |
| Number of setup buffers added after CTS | `0` |
| Number of register pins that no clock reaches | `59` |
| Share of the clock period used by the worst path after layout | `64.41%` |
| Fin Hold WS | `0.4662 ns` |
| Arrival time of the worst setup path | `2.22 ns` |
| Count of filler cells inserted in the layout | `1023` |
| Post-cts hold buffer count | `0` |
| Path category of the worst min-delay check | `input port to async pin` |
| Layout Utilization | `42.87%` |
| Cells traversed along the worst timing path | `ha_1, and3_1, nand3_1, xnor2_1, a32oi_1, o21ai_2, and2_1` |
| Detailed Routing Iterations Pass 1 | `4` |
| Max-slew headroom at the worst pin | `50.62%` |
| Type of element capturing the critical path | `flip-flop` |
| Root buffer selected by CTS | `sky130_fd_sc_hd__clkbuf_16` |
| Met1 global-route usage | `19.23%` |
| Initial DRC Count | `117` |
| Sum of net half-perimeters after detailed placement | `5005 microns` |
| Setup repair after global routing missed its margin | `false` |
| Proportion of synthesized flip-flops having asynchronous set or reset | `63.41%` |
| Unique cell types | `62` |
| Post-Synthesis Cells | `458` |
| Detailed-route wire length per cell | `11.38 microns` |
| Worst setup margin | `1.246 ns` |
| Final antenna diode count | `0` |
| Deepest clock path buffer count | `2` |
| CP Max Fanout | `9` |
| Clock Skew | `0.001838 ns` |
| Clock tree from TritonCTS | `built` |
| Level count of the clock H-tree | `1` |
| Met3 usage | `0.9750%` |
| Layer with the highest usage after global routing | `met2` |
| Count leader, synth | `sky130_fd_sc_hd__nor2_1` |
| Flip-flop and latch count after synthesis | `82` |
| Synth-to-Final Area Change | `2.702%` |
| Max-cap violations | `0` |
| Count of warnings emitted by yosys | `16` |
| Cts bufs inserted | `3` |
| Resize count post-CTS | `0` |
| Cell taking the most area after synthesis | `sky130_fd_sc_hd__dfrtp_1` |
| Drt via density | `4.931` |
| Floorplan Core Area | `10980 sq um` |
| Total global routing overflow | `0` |
| Largest stage delay on the critical path | `0.40 ns` |
| OpenROAD warning count | `33` |
| Final RePlAce weighted congestion | `0.8533` |
| Endpoints failing hold | `0` |
| Fraction of layout cells with a size suffix above 1 | `5.727%` |
| Number of global-route vias before repair | `2699` |
| Sequential-to-total area share from yosys stat | `48.12%` |
| Endpoints failing setup | `0` |
| First-pass GRT wire length | `11890 microns` |
| Antenna violations before repair | `0` |
| Final routed wirelength across all metal layers | `6757 microns` |
| Pin slew with the least headroom to its limit | `0.7350 ns` |
| Skew-Pair Late Insertion Delay | `0.25 ns` |
| Total number of vias | `2929` |
| Post-route total power | `593.0 uW` |
| Leakage dissipation | `1.886 nW` |
| Most common library cells after synthesis | `sky130_fd_sc_hd__nor2_1 (50), sky130_fd_sc_hd__dfrtp_1 (49), sky130_fd_sc_hd__nand2_1 (34)` |
| Post-route ant nets | `0` |
| Power per cell area | `125.9 nW/um^2` |
| Final Cell Area | `4708 sq um` |
| Number of top-level pins | `33` |
| Post-synth tally of flip-flops with integrated enable | `30` |
| Startpoint-to-endpoint class of the critical path | `flip-flop to flip-flop` |
| Synth top area share | `26.75%` |
| Number of placed instances with taps included | `590` |
| Post-layout min period | `2.254 ns` |
| Placement-stage worst setup slack | `1.216 ns` |
| Die Height | `109.1 microns` |
| Fin cells | `594` |
| Register area | `2206 sq um` |
| Final-layout setup total negative slack | `0 ns` |
| VDD IR-drop max | `0.0002466 V` |
| Number of placement rows | `38` |
| Total count of max-transition violations in the final report | `0` |
| Outcome | `complete, no violations` |
| Total track usage | `12.48%` |
| Total cell area reported by yosys after synthesis | `4584 sq um` |
| Clock Pin Slew Worst Setup and Hold Paths | `0.06 ns` |
| Met2 Usage GRT | `21.11%` |
## worst max-delay path, delay by kind of cell (launching register included)
family                     cells  cell delay [ns]
xor gates and xnor gates       1             0.20
AOI/OAI and AO/OA              2             0.51
DFF                            1             0.40
and+or+nand+nor                3             0.55
adders and majority gates      1             0.32
## worst paths after layout
check / end / from / depth (start not counted) / slack [ns]
worst min register to register: Divd100kHz.cnt[7] / Divd100kHz.cnt[7] / 1 / 0.49
max in group asynchronous: Divd10kHz.cnt[0] / RST / 2 / 2.11
min in group clk0: Divd100kHz.cnt[7] / Divd100kHz.cnt[7] / 1 / 0.49
worst min-delay path: Divd100kHz.cnt[7] / RST / 1 / 0.47
worst max-delay path: Divd10kHz.clk_out / Divd10kHz.cnt[0] / 7 / 1.25
worst max register to register: Divd10kHz.clk_out / Divd10kHz.cnt[0] / 7 / 1.25
## state kept, by name, summed over array words and instances (netlist names), 6 cells and up
name and cells:
U1.BitCnt 6, U1.Data 8, U1.Dout 8, U3.rate 6, Divd10kHz.cnt 13, Divd100kHz.cnt 8, U1.Cnt 8, U2.RateSet 6
U3.Cnt 7
## area by class of cell
class | instances | share of cell area [%]
Sequential cell | 82 | 46.85
Clock buffer | 3 | 1.594
Inverter | 22 | 1.754
Timing Repair Buffer | 7 | 1.169
Clock inverter | 1 | 0.1063
Multi-Input combinational cell | 339 | 44.80
Tap cell | 140 | 3.720
## layer usage
metal | vias to the layer above | wire, microns
met5 | - | 0
met4 | 0 | 35
met3 | 4 | 141
met2 | 32 | 3178
met1 | 1373 | 3401
li1 | 1520 | -
## where the power goes
group,switching [mW],internal (mW)
Sequential,0.00695,0.298
Clock,0.0897,0.153
Combinational,0.0326,0.0122
## cells in the final DEF (no fill, tap or decap), types with 3 or more instances in the layout
| master | instances |
|---|---|
| sky130_fd_sc_hd__dfstp_2 | 3 |
| sky130_fd_sc_hd__and2_1 | 12 |
| sky130_fd_sc_hd__nor3_1 | 12 |
| sky130_fd_sc_hd__and3_1 | 4 |
| sky130_fd_sc_hd__o21ai_0 | 16 |
| sky130_fd_sc_hd__buf_4 | 4 |
| sky130_fd_sc_hd__a211oi_1 | 3 |
| sky130_fd_sc_hd__ha_1 | 20 |
| sky130_fd_sc_hd__nor3b_1 | 4 |
| sky130_fd_sc_hd__xor2_1 | 13 |
| sky130_fd_sc_hd__clkbuf_16 | 3 |
| sky130_fd_sc_hd__conb_1 | 30 |
| sky130_fd_sc_hd__a31oi_1 | 4 |
| sky130_fd_sc_hd__edfxtp_1 | 30 |
| sky130_fd_sc_hd__dfrtp_1 | 49 |
| sky130_fd_sc_hd__nand4_1 | 4 |
| sky130_fd_sc_hd__xnor2_1 | 18 |
| sky130_fd_sc_hd__nand3_1 | 27 |
| sky130_fd_sc_hd__nand2_1 | 34 |
| sky130_fd_sc_hd__nand2b_1 | 4 |
| sky130_fd_sc_hd__a41oi_1 | 3 |
| sky130_fd_sc_hd__nor2b_1 | 13 |
| sky130_fd_sc_hd__inv_1 | 22 |
| sky130_fd_sc_hd__a21oi_1 | 16 |
| sky130_fd_sc_hd__o211ai_1 | 5 |
| sky130_fd_sc_hd__nor2_1 | 50 |
| sky130_fd_sc_hd__nor4_1 | 5 |
## cells by family after synthesis
family / after synthesis / share of synthesized area, %
xor gates and xnor gates: 31 / 5.922
DFF: 82 / 48.12
AOI/OAI and AO/OA: 66 / 9.799
muxes: 2 / 0.4367
buffers and inverters: 65 / 8.160
and+or+nand+nor: 189 / 21.72
other: 2 / 0.1638
adders and majority gates: 21 / 5.677
Power and IR drop assume default switching activity.
